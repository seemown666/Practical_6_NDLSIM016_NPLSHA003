==> design.v <==
`timescale 1ns / 1ps
module CU (clk,rst, instr, result2, operand1, operand2, offset, opcode, sel1, sel3,w_r, reg0, reg1, reg2, reg3);
    parameter DATA_WIDTH = 8;  
    parameter ADDR_BITS = 5;  
    parameter INSTR_WIDTH =20; 
    input clk,rst;
    input [INSTR_WIDTH-1:0]instr;
    input [DATA_WIDTH-1:0] result2;
    output reg [DATA_WIDTH-1:0] operand1;
    output reg [DATA_WIDTH-1:0] operand2;
    output reg [DATA_WIDTH-1:0] offset;
    output reg [3:0] opcode;
    output reg sel1, sel3, w_r; 
    output reg [DATA_WIDTH-1:0] reg0;  
    output reg [DATA_WIDTH-1:0] reg1;
    output reg [DATA_WIDTH-1:0] reg2;
    output reg [DATA_WIDTH-1:0] reg3;
    reg [DATA_WIDTH-1:0] regfile [0:3];
    reg [INSTR_WIDTH-1:0]instruction;
    assign reg0 = regfile [0];
    assign reg1 = regfile [1];
    assign reg2 = regfile [2];
    assign reg3 = regfile [3];
    parameter RESET = 4'b0000;
    parameter DECODE = 4'b0001;
    parameter EXECUTE = 4'b0010;
    parameter MEM_ACCESS = 4'b0100;
    parameter WRITE_BACK = 4'b1000;
    reg [3:0] state = RESET;
    always @(posedge clk) begin
        instruction = instr;
        case (state)
            RESET : begin  
                if (instruction[19:18] == 2'b00)  begin
                    state = RESET; 
                    end else begin
                    state = DECODE;  
                    end
                regfile[0]<= 8'd0;
                regfile[1]<= 8'd1;
                regfile[2]<= 8'd2;
                regfile[3]<= 8'd3;
                operand1 <= #(DATA_WIDTH)'d0;
                operand2 <= #(DATA_WIDTH)'d0;
                offset <= #(DATA_WIDTH)'d0;
                opcode <= 4'b1111;
                sel1 <= 0;
                sel3 <= 0;
                w_r <= 0;
            end
            DECODE : begin  
                state = EXECUTE;  
                if (instruction[19:18] == 2'b1) begin  
                    operand1 <= regfile[instruction[15:14]];  
                    operand2 <= regfile[instruction[13:12]];  
                    offset <= instruction[11:4];
                    opcode <= instruction[3:0];
                   sel1 <= 1;
                    sel3 <= 0;
                    w_r <= 0;
                end else if (instruction[19:18] == 2'b10) begin  
                    operand1 <= regfile[instruction[15:14]];  
                    operand2 <= regfile[instruction[17:16]];  
                    offset <= instruction[11:4];
                    opcode <= instruction[3:0];
                    sel1 <= 0;  
                    sel3 <= 1;  
                    w_r <= 0;
                end else if (instruction[19:18] == 2'b11) begin  
                    operand1 <= regfile[instruction[15:14]];  
                    operand2 <= regfile[instruction[17:16]];  
                    offset <= instruction[11:4];
                    opcode <= instruction[3:0];
                    sel1 <= 0;  
                    sel3 <= 1;  
                    w_r <= 1;
                end
            end
            EXECUTE: begin  
                state = MEM_ACCESS;  
                if (instruction[19:18] == 2'b01) begin  
                    state = WRITE_BACK;
                    operand1 <= regfile[instruction[15:14]];  
                    operand2 <= regfile[instruction[13:12]];  
                    offset <= instruction[11:4];
                    opcode <= instruction[3:0];
                    sel1 <= 1;
                    sel3 <= 0;
                    w_r <= 0;
                end else if (instruction[19:18] == 2'b10) begin  
                    operand1 <= regfile[instruction[15:14]];  
                    operand2 <= regfile[instruction[17:16]];  
                    offset <= instruction[11:4];
                    opcode <= instruction[3:0];
                    sel1 <= 0;  
                    sel3 <= 1;  
                    w_r <= 0;
                end else if (instruction[19:18] == 2'b11) begin  
                    operand1 <= regfile[instruction[15:14]];  
                    operand2 <= regfile[instruction[17:16]];  
                    offset <= instruction[11:4];
                    opcode <= instruction[3:0];
                    sel1 <= 0;  
                    sel3 <= 1;  
                    w_r <= 1;
                end
            end
            MEM_ACCESS: begin  
                state = WRITE_BACK;  
                if (instruction[19:18] == 2'b10) begin  
                    operand1 <= regfile[instruction[15:14]];  
                    operand2 <= regfile[instruction[17:16]];  
                    offset <= instruction[11:4];
                    opcode <= instruction[3:0];
                    sel1 <= 0;  
                    sel3 <= 1;  
                    w_r <= 0;
                end else if (instruction[19:18] == 2'b11) begin  
                    operand1 <= regfile[instruction[15:14]];  
                    operand2 <= regfile[instruction[17:16]];  
                    offset <= instruction[11:4];
                    opcode <= instruction[3:0];
                    sel1 <= 0;  
                    sel3 <= 1;  
                    w_r <= 1;
                end
            end
            WRITE_BACK: begin  
                state = DECODE;  
                if (instruction[19:18] == 2'b01) begin  
                    regfile[instruction[17:16]] <= result2;  
                    operand1 <= regfile[instruction[15:14]];  
                    operand2 <= regfile[instruction[13:12]];  
                    offset <= instruction[11:4];
                    opcode <= instruction[3:0];
                    sel1 <= 1;
                    sel3 <= 0;
                    w_r <= 0;
                end else if (instruction[19:18] == 2'b11) begin  
                    operand1 <= regfile[instruction[15:14]];  
                    operand2 <= regfile[instruction[17:16]];  
                    offset <= instruction[11:4];
                    opcode <= instruction[3:0];
                    sel1 <= 0;  
                    sel3 <= 1;  
                    w_r <= 1;
                end else if (instruction[19:18] == 2'b10) begin  
                    regfile[instruction[17:16]] <= result2;  
                    operand1 <= regfile[instruction[15:14]];  
                    operand2 <= regfile[instruction[17:16]];  
                    offset <= instruction[11:4];
                    opcode <= instruction[3:0];
                    sel1 <= 0;  
                    sel3 <= 1;  
                    w_r <= 0;
                end
            end
            default:  
            state = RESET;  
        endcase
    end
endmodule
==> run.sh <==
#!/bin/bash
# OpenROAD 26Q1-2900-gdf79404cd8, Yosys 0.63+post, stock flow scripts
make -C /OpenROAD-flow-scripts/flow DESIGN_CONFIG=/design/flow/config.mk WORK_HOME=/design/flow/orfs finish
==> config.mk <==
export PLATFORM = sky130hd
export DESIGN_NAME = CU
export DESIGN_NICKNAME = CU
export VERILOG_FILES = /design/flow/design.v
export SDC_FILE = /design/flow/constraint.sdc
export NUM_CORES = 4
export LEC_CHECK = 1
export CORE_UTILIZATION = 40
==> constraint.sdc <==
current_design CU

set clk_period 6.8
set clk_io_pct 0.2

create_clock -name clk0 -period $clk_period [get_ports {clk}]

set non_clock_inputs [all_inputs -no_clocks]
set_input_delay [expr $clk_period * $clk_io_pct] -clock clk0 $non_clock_inputs
set_output_delay [expr $clk_period * $clk_io_pct] -clock clk0 [all_outputs]
==> results.cfg <==
; generated from flow reports
[grt]
overflow = 0
antenna_found_initial = 0
grt_max_degree = 32
grt_use_total = 0.195
grt_pass1_wl_um = 13700
grt_pass1_vias = 2563

[route]
drt-initial-drc-count = 138
routedWlPerCell_um = 17.6
vias = 2551
post-route-drc-count = 0
drt_wl_total_um = 8340
first_pass_iters = 4
ant_nets = 0
antenna_cells = 0
avgViaCountPerCell = 5.39

[floorplanning]
die_h_um = 96.8
die_width_um = 96.8
core-area_sq_um = 8720
ioPinCount = 93
fp_util = 0.412
row_count = 34
chipArea_sq_um = 9370

[cts]
cts.sinks = 67
cts.path.max_buffers = 2
cts_tree = built
cts_root_buffer = clkbuf_8
cts_max_level = 3
cts_buffers = 9
post_cts_resized = 0
path_clk_slew_ns = 0.07
hold_buffers = 0
clock_latency_ns = 0.33
cts_setup_buffers = 0

[critical_path]
crit_required_ns = 6.88
cp.arrival_ns = 3.95
crit_path_end_kind = flop
setup.worst_path.class = in2reg
worstPathMaxFanout = 17
startpoint_type = input pin

[cells_and_area]
finalInstanceArea_sq_um = 4800
finish.utilization = 0.551
final_cells = 473
syn_to_final_growth_pct = 33.6
drive_gt1_frac = 0.126
fillers = 751

[sta]
final_hold_viol_count = 0
period_used_share = 0.569
fmax_mhz = 258
period_needed_ns = 3.87
fin_skew_ns = 0.00537
final-setup-viol-count = 0
fin_tns_setup_ns = 0
report.final.slew_viol_count = 0
tightest_slew_ns = 0.693
rsz0062_at_grt = no
relSlewSlack = 0.537

[power]
power_density_nw_per_um2 = 429
leakage_nw = 1.70
power_w = 0.00206
peakVddDrop_mv = 0.201

[yosys]
async_reset_ff_frac = 0
yosys_warnings = 5
yosys.cell_count.top_type = edfxtp_1
yosys_cells = 274
avgSynthCellArea_sq_um = 13.1
synth_cell_types = 47
edf_count = 63
ys.flop_type = edfxtp_1
synth_top_cell_by_area = edfxtp_1
top_cell_area_share = 0.526
synth_area_sq_um = 3590
synth_flops = 67
netlist_instances = 274
synth_seq_share = 0.549
yosys_area_sq_um = 3590
netlist_top_cells_area = edfxtp_1, mux4_2, and2_1
common_cells = edfxtp_1, and2_1, a22o_1, and4_1, nand2_1

[placement]
numPortBuffers = 91
dp_hpwl_um = 6100
dp.cells = 457
gp_congestion = 0.834
postPlaceCellArea_sq_um = 4590

[outcome]
outcome = finished, final reports clean

[flow_run]
maxCapViolCount = 0
tool_warnings = 30

[min_path]
hold_class = reg2reg
-- critical path: stages --
cell and delay, ns:
clkdlybuf4s50_1 0.51, inv_1 0.12, ha_1 0.41, nand2b_1 0.21, a21oi_2 0.54, nand3_4 0.34, a211oi_1 0.36, o31ai_1 0.09
-- per-stage QoR --
stage / hold WS (ns) / setup slack, ns
after floorplan: 0.495 / 2.91
after global placement: 0.551 / 2.68
after detailed placement: 0.551 / 2.64
after CTS: 0.569 / 3.00
after global routing: 0.589 / 2.73
final: 0.562 / 2.93
-- layout make-up --
cell class                      count  area (sq um)  share of cell area
Multi-Input combinational cell    180          1510               0.314
Clock inverter                      7          92.6              0.0193
Inverter                            6          22.5             0.00469
Timing Repair Buffer               96           948               0.197
Tap cell                          108           135              0.0281
Sequential cell                    67          1970               0.411
Clock buffer                        9           124              0.0258
-- path summary, 6_finish.rpt --
| check | cells after the start | startpoint | endpoint | slack, ns |
|---|---|---|---|---|
| max | 8 | instr[19] | operand2[0] | 2.93 |
| min | 2 | operand2[7] | operand2[7] | 0.56 |
| max reg2reg | 5 | state[3] | regfile[0][2] | 4.01 |
| min reg2reg | 2 | operand2[7] | operand2[7] | 0.56 |
-- registers in the layout, summed over array words and instances, names as in the netlist --
register / cells
sel1: 1
opcode: 4
regfile: 32
state: 4
operand1: 8
offset: 8
w_r: 1
sel3: 1
operand2: 8
-- metal layers --
metal  track usage  wire length, um
met4        0.0321              151
met5             0                0
met2         0.266             3550
met3        0.0485              552
met1         0.349             4080
-- layout by cell type, fill, tap and decap left out, drive strengths merged, types with 5 or more instances in the layout --
cell type,netlist,layout
o21ai,6,6
and2,28,28
ha,5,5
clkbuf,7,9
a221o,5,5
a22o,16,16
clkdlybuf4s50,0,91
buf,14,5
and4,16,16
inv,6,6
nand2,16,16
a21oi,5,5
mux4,8,8
edfxtp,63,63
nor2,9,9
o31ai,8,8
a211oi,16,16
-- kinds of logic (layout without fill, tap and decap cells) --
| logic type | Yosys count | in the layout | synth area share |
|---|---|---|---|
| AOI/OAI and AO/OA | 69 | 69 | 0.161 |
| xor gates and xnor gates | 3 | 3 | 0.00731 |
| adders and majority gates | 5 | 5 | 0.0174 |
| buffers and inverters | 27 | 118 | 0.0372 |
| DFF | 67 | 67 | 0.549 |
| muxes | 12 | 12 | 0.0665 |
| and+or+nand+nor | 91 | 91 | 0.162 |
-- power by group --
group	switching [W]	internal, W	leakage (nW)
registers	0.000172	0.000711	0.690
clock network	0.000150	0.000205	0.101
logic	0.000337	0.000483	0.913
Power is estimated from default activity; no workload was simulated.
